===== flow/config.mk =====
export PLATFORM = sky130hd
export DESIGN_NAME = micro_controller
export DESIGN_NICKNAME = micro_controller
export VERILOG_FILES = /design/flow/design.v
export SDC_FILE = /design/flow/constraint.sdc
export NUM_CORES = 4
export LEC_CHECK = 1
export CORE_UTILIZATION = 30

===== flow/constraint.sdc =====
current_design micro_controller

set clk_period 7.9
set clk_io_pct 0.2

create_clock -name clk0 -period $clk_period [get_ports {clk}]

set non_clock_inputs [all_inputs -no_clocks]
set_input_delay [expr $clk_period * $clk_io_pct] -clock clk0 $non_clock_inputs
set_output_delay [expr $clk_period * $clk_io_pct] -clock clk0 [all_outputs]

===== flow/design.v =====
`timescale 1ns / 1ps
module micro_controller(
input clk,
input rst,
input [7:0]in_port1,
input [7:0]in_port2,
input [7:0]in_port3,
input [7:0]in_port4,
output  [3:0]in_strobe,
output [7:0]out_port1,  
output [7:0]out_port2,     
output [7:0]out_port3,      
output [7:0]out_port4,      
output  [3:0]out_strobe 
    );
wire [7:0] program_adress;
wire [7:0]program_bus;
my_cpu controller1(
.clk(clk),
.rst(rst),
.program_bus(program_bus),
.in_port1   (in_port1  ) ,
.in_port2   (in_port2  ) ,
.in_port3   (in_port3  ) ,
.in_port4   (in_port4  ) ,
.in_strobe  (in_strobe ) ,
.out_port1  (out_port1 ) ,
.out_port2  (out_port2 ) ,
.out_port3  (out_port3 ) ,
.out_port4  (out_port4 ) ,
.out_strobe (out_strobe) ,
.program_adress(program_adress)
);
program_mem p1(
.program_adress(program_adress),
.program_bus(program_bus),
.rst(rst)     
);
endmodule
`timescale 1ns / 1ps
module my_cpu(
input clk,
input rst,
input [7:0]program_bus,
input [7:0]in_port1,
input [7:0]in_port2,
input [7:0]in_port3,
input [7:0]in_port4,
output reg [3:0]in_strobe,
output [7:0]out_port1,  
output [7:0]out_port2,     
output [7:0]out_port3,      
output [7:0]out_port4,      
output reg [3:0]out_strobe,     
output [7:0] program_adress
     );
    reg [7:0]out_port[3:0];
    wire [7:0]in_port[3:0];
    reg [7:0]r[3:0];
    reg [7:0]instruction;
    wire [3:0]cat1;
    wire [5:0]cat2;
    wire [1:0]RA1;
    wire [1:0]RA2;
    wire [1:0]RB;
    reg [7:0]temp;
    reg [7:0]pc;
    reg [4:0] sp;      
    reg Z;   
    reg C;   
    reg N;   
    reg V;   
    reg [7:0]result;
    reg A7, B7, R7;
    reg [15:0]mult;
    reg [7:0]mem[255:0];
    reg [7:0]stack[31:0];
    reg [2:0]state;
    assign out_port1 = out_port[0];
    assign out_port2 = out_port[1];
    assign out_port3 = out_port[2];
    assign out_port4 = out_port[3];
    assign in_port[0] = in_port1 ;
    assign in_port[1] = in_port2 ;
    assign in_port[2] = in_port3 ;
    assign in_port[3] = in_port4 ;
    assign cat1 = program_bus[7:4];
    assign cat2 = program_bus[7:2];
    assign program_adress = pc;
    assign RA1 = program_bus[3:2];
    assign RB = program_bus[1:0];
    assign RA2 = program_bus[1:0];
    always@(posedge clk)
    begin
    if ( !rst ) begin
        state <= 3'b001;
        pc <= 8'b0000_0000;
        instruction <= 8'b0000_0000;
        sp <= 8'b0000_0;
        r[0] <= 8'b0000_0000;
        r[1] <= 8'b0000_0000;
        r[2] <= 8'b0000_0000;
        r[3] <= 8'b0000_0000;
        Z <= 0;
        C <= 0;
        N <= 0;
        V <= 0;
        in_strobe <= 4'b0;
        out_strobe <= 4'b0;
    end  
    else begin
        case(state)
        3'b001: begin
            in_strobe <= 4'b0; 
            out_strobe <= 4'b0;
            instruction <= program_bus;
            if (program_bus[7] == 0) begin
                case(cat1)
                    4'b0000: begin
                        result <= r[RA1] + r[RB];
                        A7 <= r[RA1][7];
                        B7 <= r[RB][7];
                        state <= 3'b010;                    
                        end
                    4'b0001:begin
                        result <= r[RA1] - r[RB];
                        A7 <= r[RA1][7];
                        B7 <= r[RB][7];
                        state <= 3'b010;
                        end
                    4'b0010: begin
                       mult <= r[RA1]*r[RB];                      
                       state <= 3'b010;
                        end
                    4'b0011:begin
                        result <= r[RA1] - r[RB];
                        A7 <= r[RA1][7];
                        B7 <= r[RB][7];                       
                        state <= 3'b010;
                        end                    
                    4'b0100:begin
                        r[RA1] <= r[RB];
                        pc <= pc + 1;                    
                        end
                    4'b0101:begin
                        r[RA1] <= mem[RB];
                        pc <= pc + 1;
                        end                   
                    4'b0110:begin
                        mem[RB] <= r[RA1];
                        pc <= pc + 1;                             
                        end                    
                    4'b0111:begin
                        pc <= pc + 1;                    
                        end
                 endcase end                 
                 else begin
                    case(cat2)
                       6'b100000 :begin 
                            pc <= pc + 1;
                            state <= 3'b010;
                            end
                       6'b100011:begin 
                            pc <= pc + 1;
                            state <= 3'b010;                         
                            end
                       6'b100100    :begin 
                            r[RA2] <= r[RA2] + 8'd1;
                            A7 <= r[RA2][7];
                            B7 <= 0;
                            pc<=pc+1;
                            state <= 3'b001;
                            end
                       6'b100101    :begin 
                            r[RA2] <= r[RA2] - 8'd1;
                            A7 <= r[RA2][7];
                            B7 <= 0;
                            pc<=pc+1;
                            state <= 3'b001;                                                       
                            end
                       6'b100110  :begin 
                            r[RA2] <= in_port[RA2];
                            in_strobe[RA2] <= 1'b1;
                            pc <= pc + 1;
                            state <= 3'b001;
                            end
                       6'b100111 :begin 
                            out_port[RA2] <= r[RA2];
                            out_strobe[RA2] <= 1'b1;
                            pc <= pc + 1;
                            state <= 3'b001;
                            end
                       6'b101000   :begin 
                            if(sp != 5'b11111) begin
                                stack[sp] <= r[RA2];
                                sp <= sp + 5'b1;
                            end
                            pc <= pc +1;
                            state <= 3'b001;
                            end
                       6'b101001    :begin 
                            if (sp != 5'b00000)begin
                                r[RA2]  <= stack[sp-5'b1];
                                sp <= sp - 5'b1;
                            end 
                            pc <= pc +1;
                            state <= 3'b001;
                            end
                       6'b101010    :begin                      
                            pc <= pc + 1;
                            state <= 3'b010;                            
                            end                        
                       6'b101100    :begin 
                            pc <= pc + 1;
                            state <= 3'b010;
                            end
                       6'b101101    :begin 
                            pc <= pc + 1;
                            state <= 3'b010;
                            end            
                    endcase          
                end
                end
        3'b010: begin
        if (instruction[7] == 0) begin
                case(instruction[7:4])
                    4'b0000: begin
                        r[instruction[3:2]] <= result;
                        V <= (A7&B7&~result[7])|(~A7&~B7&result[7]);
                        N <= result[7];
                        Z <= (result==8'd0)?1'b1:1'b0;
                        C <= (A7&B7)|(B7&~result[7])|(~result[7]&A7);
                        pc <= pc + 1;
                        state <= 3'b001;                   
                        end
                    4'b0001:begin
                        r[instruction[3:2]] <= result;
                        N <= result[7];
                        Z <= (result == 8'b0);
                        C <= (A7&B7)|(B7&~result[7])|(~result[7]&A7);
                        V <= (A7&B7&~result[7])|(~A7&~B7&result[7]);
                        pc <= pc + 1;   
                        state <= 3'b001;
                        end
                    4'b0011:begin
                        N <= result[7];
                        Z <= (result == 8'b0);
                        C <= (A7&B7)|(B7&~result[7])|(~result[7]&A7);
                        V <= (A7&B7&~result[7])|(~A7&~B7&result[7]);
                        pc <= pc + 1;
                        state <= 3'b001;
                        end  
                      4'b0010: begin
                        r[instruction[3:2]] <= mult[7:0];
                        pc <= pc + 1;
                        state <= 3'b001;
                        end                             
                 endcase
                 end
                 else begin
                    case(instruction[7:2])
                       6'b100000 :begin 
                            r[instruction[1:0]] <= program_bus;
                            pc <= pc + 1;
                            state <= 3'b001;
                            end
                       6'b100011:begin 
                            result <= r[instruction[1:0]] - program_bus;
                            A7 <= r[instruction[1:0]][7];
                            B7 <= program_bus[7];
                            state <= 3'b100;
                            end
                       6'b100100    :begin 
                            N <= result[7];
                            Z <= (result == 8'b0);
                            C <= (A7&B7)|(B7&~result[7])|(~result[7]&A7);
                            V <= (A7&B7&~result[7])|(~A7&~B7&result[7]);
                            r[instruction[1:0]] <= result;
                            pc <= pc + 1;
                            state <= 3'b001;
                            end
                       6'b100101    :begin 
                            N <= result[7];
                            Z <= (result == 8'b0);
                            C <= (A7&B7)|(B7&~result[7])|(~result[7]&A7);
                            V <= (A7&B7&~result[7])|(~A7&~B7&result[7]);
                            r[instruction[1:0]] <= result;
                            pc <= pc + 1;
                            state <= 3'b001;                       
                            end
                       6'b101010    :begin 
                            pc <= program_bus;
                            state <= 3'b001;                            
                            end
                       6'b101100    :begin 
                            if(C==0 && Z==0) begin
                                pc <= program_bus;
                            end else begin
                                pc <= pc + 1;
                            end
                            state <= 3'b001;   
                            end
                       6'b101101    :begin 
                            if(Z==1) begin
                                pc <= program_bus;
                            end else begin
                                pc <= pc + 1;
                            end
                            state <= 3'b001;  
                            end       
                    endcase
                end
                end
        3'b100: begin
           case(instruction[7:2])
         6'b100011:begin 
           N <= result[7];
           Z <= (result == 8'b0);
           C <= (A7&B7)|(B7&~result[7])|(~result[7]&A7);
           V <= (A7&B7&~result[7])|(~A7&~B7&result[7]);
           pc <= pc + 1;
           state <= 3'b001;
            end 
            endcase end
    endcase
    end
    end
endmodule
`timescale 1ns / 1ps
module program_mem(
output [7:0]program_bus,
input rst,
input [7:0]program_adress
    );
reg [7:0]prog_mem[255:0];
assign program_bus = prog_mem[program_adress];
always@(rst) begin
if(!rst)
begin
prog_mem[0] = 8'b10000010;
prog_mem[1] = 8'd1;
prog_mem[2] = 8'b10000011;
prog_mem[3] = 8'd4;
prog_mem[4] = 8'b10000001;
prog_mem[5] = 8'd1;
prog_mem[6] = 8'b00111101;
prog_mem[7] = 8'b10110000;
prog_mem[8] = 8'd12;
prog_mem[9] = 8'b10011110;
prog_mem[10] = 8'b10101000;
prog_mem[11] = 8'd0;
prog_mem[12] = 8'b00101011;
prog_mem[13] = 8'b10010111;
prog_mem[14] = 8'b00111101;
prog_mem[15] = 8'b10110000;
prog_mem[16] = 8'd12;
prog_mem[17] = 8'b10101000;
prog_mem[18] = 8'd9;
end end
endmodule

===== flow/run.sh =====
#!/bin/bash
# OpenROAD 26Q1-2900-gdf79404cd8, Yosys 0.63+post, stock flow scripts
make -C /OpenROAD-flow-scripts/flow DESIGN_CONFIG=/design/flow/config.mk WORK_HOME=/design/flow/orfs finish

==> impl_metrics.toml <==
# flow metrics
[outcome]
status = "completed"

[logic_synthesis]
synthArstFlopShare_pct = 0
postSynthAreaPerCell_um2 = 10.0
ys_warn_count = 1899
top_area_share_pct = 32.9
ff_type = "edfxtp_1"
area_leaders = "edfxtp_1 (33%), dfxtp_1 (8.0%), ha_1 (6.9%)"
netlist_instances = 746
yosysChipArea_um2 = 7480
ys_seq_share_pct = 40.9
edf_count = 82
yosysUniqueCellTypes = 80
ys.flops = 112
synth_area_um2 = 7480
ys_cells = 746
yosysTopAreaCell = "edfxtp_1"

[clock_tree]
ctsHoldBuffers = 0
cts_sinks = 112
path_clk_slew_ns = 0.08
post_cts_buffers = 0
cts_resized = 0
htreeDepth = 3
insertion_delay_ns = 0.37
numCtsBuffers = 9
clockBufferDepth = 2
root_buffer = "clkbuf_16"
cts_tree = "built"

[final_timing]
finalCriticalPeriod_ns = 6.95
drv_slew = 0
timing.final.crit_share_pct = 88.0
rsz0062_at_grt = "no"
hold_viol = 0
tightest_slew_ns = 0.951
fmax_mhz = 144
final-setup-viol-count = 0
relSlewSlack_pct = 36.6
setup_tns_ns = 0
worst_clock_skew_ns = 0.0116

[routing]
wl_per_cell_um = 16.3
drt-total-wl_um = 18300
drc = 0
num_antenna_cells = 0
drtIter0Drc = 350
routed_via_density = 5.03
drtPass1Iterations = 5
dr_total_vias = 5649
drt.antenna.violating_nets = 0

[global_route]
antenna_found_initial = 0
grt_pass1_vias = 5233
grt_first_pass_wirelength_um = 29200
grtUsageTotal_pct = 15.1
grt_max_degree = 29
gr-total-overflow = 0

[power_and_ir_drop]
p_leak_nw = 3.40
irDropWorstVdd_mv = 0.220
p_per_area_nw_per_um2 = 415

[floorplan]
core-area_um2 = 24400
die_w_um = 160
std_cell_rows = 57
io-pin-count = 74
fp.dieH_um = 160
fp_util_pct = 30.7
die-area_um2 = 25600

[final_layout]
design_area_um2 = 8610
layout_top_cells = "edfxtp_1 (82), nor2_1 (74), inv_1 (63)"
final_cells = 1124
areaGrowthSynthToFinish_pct = 15.0
lay_top_count = "edfxtp_1"
drive_gt1_share_pct = 7.88

[setup_path]
cp_max_fo = 18
cp.arrival_ns = 7.06
endpoint_kind = "flip-flop"
critPathLaunchType = "flip-flop"
required_ns = 8.01
critPathKind = "reg2reg"

[flow_run]
warnings = 61
cap_violations = 0

[place]
dpl.hpwl_um = 13700
dpl.cell_count = 1108
placed_cell_area_um2 = 8320
port-buffer-count = 41
gp_congestion = 0.963

[worst_hold_path]
hold_path_class = "reg2reg"
through the flow:
stage | hold slack (ns) | utilization, % | setup slack, ns | power (mW)
floorplan | 0.403 | - | 2.07 | 2.53
global placement | 0.439 | 34.1 | 0.983 | 3.13
detailed placement | 0.440 | 34.1 | 1.01 | 3.13
CTS | 0.459 | 35.3 | 0.977 | 3.60
global route | 0.481 | 35.3 | 0.491 | 3.89
finish | 0.455 | 35.3 | 0.945 | 3.58
worst paths after layout:
path	start	slack (ns)	endpoint	cells after the start
max reg2reg	controller1.pc[4]	0.95	controller1.mult[7]	20
min	controller1.out_strobe[2]	0.46	controller1.out_strobe[2]	1
min reg2reg	controller1.out_strobe[2]	0.46	controller1.out_strobe[2]	1
max	controller1.pc[4]	0.95	controller1.mult[7]	20
report_power, final:
| group | switching, mW | total [mW] | internal [mW] |
|---|---|---|---|
| clock | 0.227 | 0.447 | 0.221 |
| sequential | 0.112 | 1.00 | 0.891 |
| combinational | 1.18 | 2.13 | 0.944 |
| total | 1.52 | 3.58 | 2.06 |
area by class of cell:
class / instances / area (µm²)
clock buffers: 9 / 225
multi-input cells: 554 / 4110
repair buffers: 53 / 500
inverters: 65 / 246
well taps: 324 / 405
clock inverters: 7 / 60.1
flip-flops and latches: 112 / 3060
fillers: 2434 / 15800
logic make-up (layout without fill, tap and decap cells):
logic type / count (synthesis) / after routing / share of synthesized area [%]
flip-flops: 112 / 112 / 40.9
buffers and inverters: 103 / 134 / 5.55
multiplexers: 35 / 35 / 6.02
XOR/XNOR: 41 / 41 / 4.98
adder cells (fa/ha/maj): 57 / 57 / 11.0
AND/OR/NAND/NOR: 222 / 222 / 14.9
other: 1 / 24 / 0.0501
AND-OR/OR-AND: 175 / 175 / 16.6
cell usage after synthesis (12+ instances only):
| cell | count |
|---|---|
| edfxtp_1 | 82 |
| a21o_1 | 15 |
| nand2_1 | 50 |
| nor3_1 | 14 |
| mux2i_1 | 27 |
| xnor2_1 | 23 |
| dfxtp_1 | 30 |
| clkbuf_1 | 26 |
| a21oi_1 | 32 |
| nor2b_1 | 17 |
| inv_1 | 63 |
| xor2_1 | 17 |
| ha_1 | 41 |
| nand2b_1 | 12 |
| fa_1 | 15 |
| and2_1 | 12 |
| nor2_1 | 74 |
| o221ai_1 | 12 |
| o21ai_0 | 38 |
routing by layer:
layer,global-route usage [%],part of all wire (%)
met3,3.92,6.0
met2,22.1,44
met4,2.94,2.5
met1,23.3,47
met5,0,0
flip-flops by register name (all words and copies together) (netlist names), 3 cells and up, named ones only:
| name | count |
|---|---|
| controller1.result | 8 |
| controller1.instruction | 7 |
| controller1.state | 3 |
| controller1.out_port | 32 |
| controller1.r | 32 |
| controller1.pc | 8 |
| controller1.in_strobe | 4 |
| controller1.out_strobe | 4 |
| controller1.mult | 8 |
worst max-delay path, cell delays in order (launching register included):
cell and delay (ns):
dfxtp_1 0.73, xnor2_1 0.21, nor4b_4 0.47, a31o_2 0.50, inv_1 0.31, nand2_1 0.28
o22ai_1 0.11, a21oi_1 0.51, nand2_1 0.16, fa_1 0.48, fa_1 0.54, inv_1 0.05
fa_1 0.48, inv_1 0.06, fa_1 0.53, inv_1 0.05, ha_1 0.31, a21oi_1 0.18
xnor2_1 0.15, xnor2_1 0.16, xnor3_1 0.42
Power and IR drop assume default switching activity.
